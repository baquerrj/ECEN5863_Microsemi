==> ./run.sh <==
#!/bin/bash
# OpenROAD 26Q1-2900-gdf79404cd8, Yosys 0.63+post, stock flow scripts
make -C /OpenROAD-flow-scripts/flow DESIGN_CONFIG=/design/flow/config.mk WORK_HOME=/design/flow/orfs finish
==> ./config.mk <==
export PLATFORM = sky130hd
export DESIGN_NAME = Strained
export DESIGN_NICKNAME = Strained
export VERILOG_FILES = /design/flow/design.v
export SDC_FILE = /design/flow/constraint.sdc
export NUM_CORES = 4
export LEC_CHECK = 1
export CORE_AREA = 10 10 102 102
export DIE_AREA = 0 0 112 112
==> ./constraint.sdc <==
current_design Strained

set clk_period 5.8
set clk_io_pct 0.2

create_clock -name clk0 -period $clk_period [get_ports {clk}]

set non_clock_inputs [all_inputs -no_clocks]
set_input_delay [expr $clk_period * $clk_io_pct] -clock clk0 $non_clock_inputs
set_output_delay [expr $clk_period * $clk_io_pct] -clock clk0 [all_outputs]
==> ./design.v <==
module Strained(
   input wire clk,       
   input wire reset,     
   output wire TC        
);
reg [23:0] Q = 24'h00_0000;    
wire [24:0] Q_next = Q + 1;  
assign TC = Q_next[24];
always @ (posedge clk)
begin
   if (reset)
      begin
         Q <= 24'h00_0000;
      end
   else
      begin
         Q <= Q_next[23:0];
      end
end
endmodule
==> deck_impl_summary.md <==
Physical Implementation Snapshot

Run status
  • Status: complete, no violations

Setup path
  • Crit Path Category: reg -> out
  • Crit path cell chain: ha_1, nand4_1, or4_1, nor3_1, clkdlybuf4s50_1
  • Worst Path Max Fanout: 6
  • Critical Path Source Type: register
  • Max incr delay on CP: 0.65 ns
  • Slowest cell on the critical path: or4_1
  • Critical Path AT: 2.37 ns
  • Critical Path Sink Type: output port
  • Critical Path RT: 4.64 ns

Clocking
  • Number of clock sinks: 24
  • Insertion Delay late pin: 0.26 ns
  • Total CTS buffers: 3
  • Resized cells post-CTS: 0
  • Root Driver: clkbuf_8
  • Largest buffer count on any clock path: 2
  • Postcts setup bufs: 0
  • Clk slew on worst S/H paths: 0.08 ns
  • H-tree depth: 1
  • CTS tree: done
  • Hold-fix buffers at CTS: 0

Yosys
  • Post-Synthesis Cells: 128
  • Cell Type Count: 26
  • Synth Seq Share: 44.2%
  • Main kind of combinational logic by area: simple AND/OR/NAND/NOR gates
  • Yosys xor share: 8.86%
  • Synth Cell Area: 1090 sq um
  • Synth Area per Inst: 8.49 sq um
  • Ys cells: 128
  • YS warnings: 1
  • Yosys simple share: 31.0%
  • Registers, synthesis: 24
  • Synth mux share: 1.04%
  • Aoi share: 10.6%
  • Yosys adder share: 1.15%
  • YS chip area: 1090 sq um

Detailed routing
  • Routed vias: 853
  • Diodes inserted: 0
  • Via/cell ratio: 3.66
  • First-iteration detailed-routing DRC count: 30
  • First-pass iteration count of the detailed router: 4
  • Avg WL per Cell: 8.50 microns
  • Routed Antenna Nets: 0
  • Residual DRC: 0
  • Routed WL: 1.98 mm

STA
  • Final TNS setup: 0 ns
  • Final Hold Fails: 0
  • Setup violations, final: 0
  • Final Max Tran Viols: 0
  • Final period util: 60.8%
  • Max-slew headroom: 73.2%
  • Fmax: 283 MHz
  • Crit path time final: 3.53 ns
  • Slew @ Worst Pin: 0.403 ns
  • Clk_skew: 0.00207 ns
  • Unrepaired setup endpoints after global routing: no

Flow run
  • Max Cap Viol: 0
  • Tool Warnings: 25

Cells and area
  • Max reg flops: 24
  • Share of cells above drive strength 1: 5.47%
  • Largest register by flop count: Q
  • Area growth from synthesis to layout: 16.8%
  • Fin area: 1270 sq um
  • Top flop regs: Q (24)
  • Final Util: 15.5%
  • Layout Cells excl Fill: 233

Place
  • DP HPWL: 1.36 mm
  • Gpl congestion: 0.731
  • Post-Place Cells: 229
  • IO buf count: 2
  • Placed instance area: 1210 sq um

Global route
  • Grt total ovfl: 0
  • Largest net degree at the start of global routing: 26
  • First-pass GRT wire length: 3.48 mm
  • Vias in the first global route: 814
  • Initial antenna violation count: 0
  • Total GRT Usage: 3.15%

Floorplan
  • Chip Height: 112 microns
  • Site row count: 33
  • Total core area: 8220 sq um
  • Die span in x: 112 microns
  • Die area: 12,500 sq um
  • Num ports: 3
  • Core utilization at floorplan: 13.2%

Power and ir drop
  • VDD IR max: 0.0825 mV
  • Lkg Pwr: 0.000352 uW
  • P per Cell Area: 226 nW/um^2
  • Power consumption: 287 uW

Min path
  • Hold Crit Class: reg -> reg
[kinds of logic after synthesis]
| kind of cell | count (synthesis) |
|---|---|
| buf+inv | 8 |
| compound gates | 20 |
| simple gates | 63 |
| fa+ha+maj | 1 |
| xor+xnor | 11 |
| mux | 1 |
| flops | 24 |
[metrics by stage]
stage	hold WS, ns	setup WS, ns
floorplan	0.430	3.20
global placement	0.446	2.58
finish	0.465	2.27
global route	0.493	2.11
CTS	0.474	2.24
detailed placement	0.454	2.54
[routing by layer]
| layer | vias up | track usage [%] | wire, microns |
|---|---|---|---|
| li1 | 463 | - | - |
| met1 | 386 | 3.90 | 1030 |
| met2 | 2 | 5.01 | 850 |
| met3 | 2 | 1.25 | 84 |
| met4 | 0 | 0.761 | 19 |
| met5 | - | 0 | 0 |
[final cells by class]
type / count / area (sq um)
clock buffer: 4 / 55.1
fill: 899 / 6950
inverter: 1 / 3.75
multi-input combinational: 96 / 572
sequential: 24 / 480
tap: 105 / 131
timing repair buffer: 3 / 27.5
[worst max-delay path: cells and delay by family (launching register included)]
kind | cells | cell delay [ns]
AND/OR/NAND/NOR | 3 | 1.01
buffers and inverters | 1 | 0.49
flip-flops | 1 | 0.38
adder cells (fa/ha/maj) | 1 | 0.23
[Yosys cell counts]
cell | number | share of area [%]
dfxtp_1 | 24 | 44
nor2_1 | 13 | 4.5
nand2_1 | 12 | 4.1
a21oi_1 | 10 | 4.6
nand3_1 | 7 | 3.2
nand4_1 | 7 | 4.0
or4_1 | 7 | 4.8
o31ai_1 | 6 | 4.1
xor2_1 | 6 | 4.8
clkbuf_1 | 5 | 1.7
xnor2_1 | 5 | 4.0
o21ai_0 | 4 | 1.8
or3_1 | 4 | 2.3
nor3_1 | 3 | 1.4
and4_1 | 2 | 1.6
nor2b_1 | 2 | 1.2
nor4_1 | 2 | 1.2
and2_1 | 1 | 0.58
and3_1 | 1 | 0.58
and4_2 | 1 | 0.92
buf_2 | 1 | 0.46
buf_4 | 1 | 0.69
ha_1 | 1 | 1.2
inv_1 | 1 | 0.34
mux2_2 | 1 | 1.0
or2_1 | 1 | 0.58
[cells in the final DEF (no fill, tap or decap)]
| cell type | Yosys | layout |
|---|---|---|
| and4_1 | 2 | 2 |
| xor2_1 | 6 | 6 |
| and2_1 | 1 | 1 |
| or3_1 | 4 | 4 |
| nand4_1 | 7 | 7 |
| inv_1 | 1 | 1 |
| clkbuf_8 | 0 | 4 |
| nor2_1 | 13 | 13 |
| nor4_1 | 2 | 2 |
| o21ai_0 | 4 | 4 |
| and3_1 | 1 | 1 |
| or4_1 | 7 | 7 |
| ha_1 | 1 | 1 |
| and4_2 | 1 | 1 |
| mux2_2 | 1 | 1 |
| nand2_1 | 12 | 12 |
| nand3_1 | 7 | 7 |
| or2_1 | 1 | 1 |
| xnor2_1 | 5 | 5 |
| a21oi_1 | 10 | 10 |
| dfxtp_1 | 24 | 24 |
| nor3_1 | 3 | 3 |
| clkdlybuf4s50_1 | 0 | 2 |
| buf_4 | 1 | 1 |
| nor2b_1 | 2 | 2 |
| o31ai_1 | 6 | 6 |
[report_power, final]
part / leakage, uW / switching (uW) / internal [uW]
Combinational: 0.000129 / 3.87 / 2.81
Clock: 0.0000288 / 51.7 / 60.5
Sequential: 0.000194 / 1.92 / 166
[final timing paths]
path	start	endpoint	slack (ns)	depth (start not counted)
worst max-delay path	Q[0]	TC	2.27	5
worst min-delay path	Q[0]	Q[0]	0.47	1
worst max register to register	Q[0]	Q[20]	3.82	5
worst min register to register	Q[0]	Q[0]	0.47	1
No activity file was given, so power comes from the tool's default toggle rates.
