File: design/flow/constraint.sdc
current_design Skewed

set clk_period 2.1
set clk_io_pct 0.2

create_clock -name clk0 -period $clk_period [get_ports {clk}]

set non_clock_inputs [all_inputs -no_clocks]
set_input_delay [expr $clk_period * $clk_io_pct] -clock clk0 $non_clock_inputs
set_output_delay [expr $clk_period * $clk_io_pct] -clock clk0 [all_outputs]
File: design/flow/run.sh
#!/bin/bash
# OpenROAD 26Q1-2900-gdf79404cd8, Yosys 0.63+post, stock flow scripts
make -C /OpenROAD-flow-scripts/flow DESIGN_CONFIG=/design/flow/config.mk WORK_HOME=/design/flow/orfs finish
File: design/flow/design.v
module Skewed
(
   input wire clk,
   input wire reset,
   input wire sQ0, sQ1, sQ2, sQ3,
   output wire TC,
   output wire [15:0] Q
);
reg Q0, Q1, Q2, Q3;
wire [3:0] lQ;
wire lTC;
reg [11:0] uQ;
assign lQ = {Q3, Q2, Q1, Q0};
assign Q = {uQ, Q3, Q2, Q1, Q0};
assign TC = (Q == 16'hFFFF) ? 1'b1 : 1'b0;
assign lTC = (lQ == 4'hF) ? 1'b1 : 1'b0;
always @ (sQ0)
begin
   if (reset && sQ0)
      begin
         Q0 <= 1'b0;
      end
   else
      begin
         Q0 <= !sQ0;
      end
end  
always @ (sQ1)
begin
   if (reset && sQ1)
      begin
         Q1 <= 1'b0;
      end
   else
      begin
         Q1 <= !sQ1;
      end
end  
always @ (sQ2)
begin
   if (reset && sQ2)
      begin
         Q2 <= 1'b0;
      end
   else
      begin
         Q2 <= !sQ2;
      end
end  
always @ (sQ3)
begin
   if (reset && sQ3)
      begin
         Q3 <= 1'b0;
      end
   else
      begin
         Q3 <= !sQ3;
      end
end
always @ (posedge clk)
begin
   if (reset)
      begin
         uQ <= 12'h0;
      end
   if (lTC)
      begin
         uQ <= uQ + 1'b1;
      end
end
endmodule
File: design/flow/config.mk
export PLATFORM = sky130hd
export DESIGN_NAME = Skewed
export DESIGN_NICKNAME = Skewed
export VERILOG_FILES = /design/flow/design.v
export SDC_FILE = /design/flow/constraint.sdc
export NUM_CORES = 4
export LEC_CHECK = 1
export CORE_AREA = 10 10 86 86
export DIE_AREA = 0 0 96 96
==> flow_metrics.tcl <==
# place-and-route summary
set metrics [dict create \
    topCellsByArea "edfxtp_1 53%, a21oi_1 5.1%, buf_4 4.4%" \
    cts_tree "yes" \
    h-tree-depth 1 \
    worstPathMaxFanout 3 \
    cap_violations 0 \
    grt_pass1_wl_um 3084 \
    syn_to_final_growth_pct 58.97 \
    antenna_found_initial 0 \
    synth_warnings 1 \
    logic_area_um2 271.5 \
    io_buffers 22 \
    worst_ep_required_time_ns 1.68 \
    setup_viol 0 \
    place_area_um2 1045 \
    top_regs "uQ: 12 flops" \
    routed.top_layer "met4" \
    track_usage 0.04278 \
    fin_crit_sh 0.8967 \
    cts-root-buf "clkbuf_8" \
    vias_per_cell 3.637 \
    clock-skew-final_ns 0.005593 \
    p_leak_nw 0.3742 \
    grt-ovfl-total 0 \
    cts_buffers 3 \
    final_cell_mix "17 x clkdlybuf4s50_1, 12 x buf_4, 12 x edfxtp_1" \
    tns_ns 0 \
    edf_count 12 \
    synth_cell_types 21 \
    setup_slack_ns 0.2170 \
    worst_pin_slew_ns 0.2884 \
    grt_max_degree 13 \
    slew_headroom 0.8077 \
    die_w_um 96 \
    largest_register_ffs 12 \
    die_y_um 96 \
    start_kind "primary input" \
    grt_setup_unrepaired "no" \
    synth_area_per_cell_um2 10.20 \
    finalWirelength_um 1812 \
    cp_data_arrival_time_ns 1.46 \
    cts_sinks 12 \
    critical_path_class "primary input to output pin" \
    num_vias 622 \
    fillCellCount 634 \
    clk_latency_ns 0.24 \
    clkTransAtPathRegs_ns 0.05 \
    top_register "uQ" \
    wl_met2_um 781 \
    synth_flops 12 \
    layout_top_cell "clkdlybuf4s50_1" \
    finish.utilization 0.1960 \
    drive_gt1_frac 0.1919 \
    hold_violations 0 \
    rows 27 \
    drv_slew 0 \
    fin_crit_ns 1.883 \
    synth_area_um2 683.2 \
    ys_cells 67 \
    drt-met1-wl_um 750 \
    end_kind "output pin" \
    layout.area.seq_um2 360.3 \
    syn_inst 67 \
    yosys_area_um2 683.2 \
    initCoreUtil 0.1233 \
    place_congestion 0.7308 \
    route.antenna.diode_count 0 \
    core_area_um2 5540 \
    synth_seq_share 0.5275 \
    hp-class "flop to flop" \
    powerDensity_nw_per_um2 528.5 \
    dp_hpwl_um 1439 \
    ys.flop_type "edfxtp_1" \
    initialDrtViolationCount 45 \
    wire_per_inst_um 10.60 \
    drc 0 \
    yosysTopAreaCell "edfxtp_1" \
    dr_wl_met3_um 267 \
    firstDrtPassIters 4 \
    clock_path_buffers 2 \
    status "finished, final reports clean" \
    dieArea_um2 9216 \
    timing.fmax_mhz 531.1 \
    io_pins 23 \
    synthArstFlopShare 0 \
    post-place-ws_ns -0.4922 \
    ir_worst_vdd_mv 0.2733 \
    grt_pass1_vias 650 \
    tool_warnings 25 \
    yosysTopAreaCellShare 0.5275 \
    fin_area_um2 1086 \
    ant_nets 0 \
    postCtsHoldBufs 0 \
]
## cells in the mapped netlist (all sizes together), types with 2 or more instances
cell     n
a21oi    7
buf      5
edfxtp  12
inv      5
nand2    5
nand3    3
nand4    3
nor2     4
nor4     2
o21ai    3
o31ai    4
or3      3
or4      4
xor2     2
## logic make-up after synthesis
logic type,share of synthesized area
adder cells (fa/ha/maj),0.01831
flip-flops,0.5275
XOR/XNOR,0.03847
buffers and inverters,0.08424
AND/OR/NAND/NOR,0.2143
AND-OR/OR-AND,0.1172
## final timing paths
path | depth (start not counted) | start | slack (ns) | end
worst max-delay path | 6 | sQ3 | 0.22 | TC
worst min-delay path | 2 | uQ[0] | 0.67 | uQ[0]
worst min register to register | 2 | uQ[0] | 0.67 | uQ[0]
worst max register to register | 5 | uQ[1] | 0.52 | uQ[10]
## worst max-delay path: stages
cell and delay [ns]:
dlygate4sd2_1 0.24, nor4_1 0.28, buf_4 0.17, nand2_1 0.06, nor4_2 0.16, buf_2 0.14
## where the power goes
part | total, mW | leakage, nW | internal, mW | switching (mW)
logic | 0.0782 | 0.226 | 0.0481 | 0.0301
clock network | 0.212 | 0.0231 | 0.129 | 0.0831
registers | 0.284 | 0.125 | 0.276 | 0.00761
total | 0.574 | 0.374 | 0.453 | 0.121
## through the flow
stage / power, mW / std cells / hold WS (ns)
floorplan: 0.3143 / 67 / 0.5816
global placement: 0.3714 / 167 / 0.6550
detailed placement: 0.3712 / 167 / 0.6538
CTS: 0.5804 / 171 / 0.6713
global route: 0.6047 / 171 / 0.7023
finish: 0.5740 / 171 / 0.6661
## layout make-up
| class | count | share of cell area |
|---|---|---|
| clock buffer | 3 | 0.03802 |
| clock inverter | 1 | 0.003456 |
| timing repair buffer | 34 | 0.2765 |
| multi-input combinational | 44 | 0.2500 |
| tap | 72 | 0.08295 |
| sequential | 12 | 0.3318 |
| inverter | 5 | 0.01728 |
## routing by layer
metal,up-vias,track usage
li1,311,-
met2,30,0.06390
met5,-,0
met1,279,0.05168
met4,0,0.002457
met3,2,0.03066
## repair_timing
item,4_1_cts,5_1_grt
setup buffers,0,0
gates resized,8,0
endpoints found under the setup margin,1,1
pin swaps,2,1
cloned,0,0
Power is estimated from default activity; no workload was simulated.
