===== ./run.sh =====
#!/bin/bash
# OpenROAD 26Q1-2900-gdf79404cd8, Yosys 0.63+post, stock flow scripts
make -C /OpenROAD-flow-scripts/flow DESIGN_CONFIG=/design/flow/config.mk WORK_HOME=/design/flow/orfs finish

===== ./config.mk =====
export PLATFORM = sky130hd
export DESIGN_NAME = Handshake
export DESIGN_NICKNAME = Handshake
export VERILOG_FILES = /design/flow/design.v
export SDC_FILE = /design/flow/constraint.sdc
export NUM_CORES = 4
export LEC_CHECK = 1
export CORE_AREA = 10 10 107 107
export DIE_AREA = 0 0 117 117

===== ./constraint.sdc =====
current_design Handshake

set clk_period 3.0
set clk_io_pct 0.2

create_clock -name clk0 -period $clk_period [get_ports {aclk}]
create_clock -name clk1 -period $clk_period [get_ports {bclk}]

set non_clock_inputs [all_inputs -no_clocks]
set_input_delay [expr $clk_period * $clk_io_pct] -clock clk0 $non_clock_inputs
set_output_delay [expr $clk_period * $clk_io_pct] -clock clk0 [all_outputs]

===== ./design.v =====
module Handshake (
   input  wire       aclk,       
   input  wire       arst,       
   output wire       aready,     
   output wire       anxtdata,   
   output wire [7:0] adata,      
   output wire [7:0] adatain,    
   output wire       areq_fsm,   
   output wire [1:0] astate,     
   input  wire       bclk,       
   input  wire       brst,       
   output wire [7:0] bdata,      
   output wire       bvalid,     
   output wire       bload,
   output wire       back_fsm,   
   output wire [1:0] bstate,     
   output wire back,  
   output wire areq,  
   output wire aack,  
   output wire breq   
);
synchronizer b2a_sync (
   .clk(aclk), 
   .d(back), 
   .rst(arst), 
   .q(aack));
synchronizer a2b_sync (
   .clk(bclk), 
   .d(areq), 
   .rst(brst), 
   .q(breq));
counter data_generator (
   .clk(aclk),
   .rst(arst),
   .en(aready),
   .q(adatain));
assign anxtdata = (adatain != adata);
sender data_source (
   .aclk(aclk),
   .arst(arst),
   .aack(aack),  
   .anxtdata(anxtdata),
   .adatain(adatain),
   .adata(adata),
   .areq(areq),
   .aready(aready),
   .areq_fsm(areq_fsm),
   .state_fsm(astate));
reg bloadq;
always @(posedge bclk) begin
   if (brst)
      bloadq <= 1'b0;
   else
      bloadq <= bvalid;
end
assign bload = bloadq;
receiver data_sink (
   .bclk(bclk),
   .brst(brst),
   .breq(breq),  
   .bload(bload),
   .adata(adata),
   .bdata(bdata),
   .bvalid(bvalid),
   .back(back),
   .back_fsm(back_fsm),
   .state_fsm(bstate));
endmodule
module counter (
   input  wire clk,
   input  wire rst,
   input  wire en,
   output reg [7:0] q
);
always @(posedge clk) begin
   if (rst)
      q <= 8'h00;
   else if (en)
      q <= q + 1;
end
endmodule
module receiver (
   input  wire       bclk,       
   input  wire       brst,       
   input  wire       breq,       
   input  wire       bload,      
   input  wire [7:0] adata,      
   output reg  [7:0] bdata,      
   output wire       bvalid,     
   output wire       back,       
   output wire       back_fsm,   
   output wire [1:0] state_fsm   
);
receiver_fsm fsm (
   .bclk(bclk),
   .brst(brst),
   .bload(bload),
   .breq(breq),
   .back(back),
   .bvalid(bvalid),
   .state(state_fsm));
assign back_fsm = back;
wire bload_data = bvalid & bload;
always @(posedge bclk) begin
   if (brst)
      bdata <= 8'h00;
   else if (bload_data)
      bdata <= adata;
end
endmodule
module receiver_fsm (
   input  wire      bclk,    
   input  wire      brst,    
   input  wire      bload,   
   input  wire      breq,    
   output reg       back,    
   output reg       bvalid,  
   output reg [1:0] state    
);
parameter IDLE  = 2'b00;
parameter WAIT  = 2'b01;
parameter LOAD  = 2'b11;
reg [1:0] next  = IDLE;
always @(posedge bclk) begin
   if (brst)
      state <= IDLE;
   else
      state <= next;
end
always @(*) begin
   case (state)
      IDLE: begin
         if (breq)
            next = WAIT;
         else
            next = IDLE;
      end
      WAIT: begin
         if (!breq)
            next = LOAD;
         else
            next = WAIT;
      end
      LOAD: begin
      if (bload)
         next = IDLE;
      else
         next = LOAD;
      end
      default: begin
         next = IDLE;
      end
   endcase
end
always @(state) begin
   case (state)
      IDLE: begin
         back   <= 1'b0;
         bvalid <= 1'b0;
      end
      WAIT: begin
         back   <= 1'b1;
         bvalid <= 1'b0;
      end
      LOAD: begin
         back   <= 1'b0;
         bvalid <= 1'b1;
      end
      default: begin
         back   <= 1'b0;
         bvalid <= 1'b0;
      end
   endcase
end
endmodule
module sender ( 
   input  wire       aclk,       
   input  wire       arst,       
   input  wire       aack,       
   input  wire       anxtdata,   
   input  wire [7:0] adatain,    
   output reg  [7:0] adata,      
   output wire       areq,       
   output wire       aready,     
   output wire       areq_fsm,   
   output wire [1:0] state_fsm   
);
sender_fsm fsm (
   .anxtdata(anxtdata), 
   .aack(aack),
   .aclk(aclk), 
   .arst(arst), 
   .areq(areq),
   .aready(aready),
   .state(state_fsm));
assign areq_fsm = areq;
wire aload_data = aready & anxtdata;
always @(posedge aclk) begin
   if (arst)
      adata <= 8'h00;
   else if (aload_data)
      adata <= adatain;
end
endmodule
module sender_fsm (
   input  wire       aclk,        
   input  wire       arst,        
   input  wire       anxtdata,    
   input  wire       aack,        
   output reg        areq,        
   output reg        aready,      
   output reg [1:0]  state        
);
parameter IDLE  = 2'b00;
parameter SEND  = 2'b01;
parameter WAIT  = 2'b11;
reg [1:0] next  = IDLE;
always @(posedge aclk) begin
   if (arst)
      state <= IDLE;
   else
      state <= next;
end
always @(*) begin
   case (state)
      IDLE: begin
         if (anxtdata && (!aack))
            next = SEND;
         else
            next = IDLE;
      end
      SEND: begin
         if (aack)
            next = WAIT;
         else
            next = SEND;
      end
      WAIT: begin
         if (!aack)
            next = IDLE;
         else
            next = WAIT;
      end
      default: begin
         next = IDLE;
      end
   endcase
end
always @(state) begin
   case (state)
      IDLE: begin
         areq   <= 1'b0;
         aready <= 1'b1;
      end
      SEND: begin
         areq   <= 1'b1;
         aready <= 1'b0;
      end
      WAIT: begin
         areq   <= 1'b0;
         aready <= 1'b0;
      end
      default: begin
         areq   <= 1'b0;
         aready <= 1'b0;
      end
   endcase
end
endmodule
module synchronizer (
   input    wire clk,    
   input    wire d,      
   input    wire rst,    
   output   reg  q       
);
reg q1;  
always @(posedge clk) begin
   if (rst) begin
      q  <= 1'b0;
      q1 <= 1'b0;
   end
   else begin
      q1 <= d;
      q  <= q1;
   end
end
endmodule

==> impl_metrics.json <==
{
  "worst_pin_slew_ps": 809,
  "drive_gt1_share_pct": 5.56,
  "grt_pass1_vias": 978,
  "clk_pin_slew_ps": 70,
  "postCtsSetupBuffers": 0,
  "synth-seq-cells": 33,
  "synth_area_mm2": 0.00138,
  "slew_headroom_pct": 45.9,
  "min_path_type": "reg -> reg",
  "dpl.cell_count": 284,
  "antenna_cells": 0,
  "dr.pass1.iters": 4,
  "routabilityCongestion": 0.782,
  "grt_antenna_before_repair": 0,
  "warnings": 26,
  "worstSetupStartpoint": "data_generator.q[2]",
  "tns_ps": 0,
  "synthCells": 139,
  "ff2ff_setup_slack_ps": 1480,
  "fp_util_pct": 15.0,
  "drt_wl_total_um": 3650,
  "yosys.area.top_type": "dfxtp_1",
  "area_growth_pct": 43.0,
  "place_ws_ps": 878,
  "start_kind": "register",
  "cp.required_ps": 2400,
  "drcViolationCount": 0,
  "arrival_ps": 1760,
  "postRouteAntennaNets": 0,
  "maxCapViolations": 0,
  "cts-resized-gates": 0,
  "dieWidth_um": 117,
  "common_cells": "33 x dfxtp_1, 17 x nor2_1, 16 x mux2i_1, 16 x nand2b_1, 14 x xor2_1",
  "die_h_um": 117,
  "power_density_mw_per_mm2": 671,
  "rsz0062_at_grt": "false",
  "async_flop_share_pct": 0,
  "yosys_cells": 139,
  "coreArea_mm2": 0.00920,
  "skew_ps": 5.41,
  "edf_count": 0,
  "synth_chip_area_mm2": 0.00138,
  "top_cell": "dfxtp_1",
  "ys_seq_share_pct": 48.0,
  "p_leak_uw": 0.000788,
  "yosysUniqueCellTypes": 24,
  "synthTopCellsByArea": "dfxtp_1 48%, mux2i_1 12%, xor2_1 8.9%",
  "r2r-start": "data_generator.q[2]",
  "wl_per_cell_um": 12.5,
  "port_buffers": 40,
  "path_class": "reg -> out",
  "nFillCells": 988,
  "drt_iter0_markers": 36,
  "synthFlopType": "dfxtp_1",
  "grt_max_degree": 29,
  "top_cell_area_share_pct": 48.0,
  "grt_overflow": 0,
  "p_total_uw": 1320,
  "hp-start": "a2b_sync.q1",
  "track_usage_pct": 5.40,
  "outcome": "finished, final reports clean",
  "ys_warn_count": 7,
  "routed_via_density": 3.54,
  "ios": 42,
  "irDropWorstVdd_mv": 0.555,
  "cts.hold.buffers_added": 0,
  "avgSynthCellArea_um2": 9.89,
  "drv_slew": 0,
  "setup_viol": 0,
  "place_hpwl_um": 2870,
  "worstPathMaxFanout": 6,
  "worst_slack_ps": 640,
  "finalNonFillerCells": 291,
  "cts_tree": "yes",
  "rows": 35,
  "hold_viol": 0,
  "critPathCaptureType": "primary output",
  "die_area_mm2": 0.0137,
  "vias": 1030,
  "clock-sinks": 33,
  "grt_pass1_wl_um": 5580
}
[flip-flops by register name, summed over array words and instances (netlist names)]
register	cells
data_source.adata	8
a2b_sync.q	1
data_sink.bdata	8
b2a_sync.q1	1
b2a_sync.q	1
data_source.fsm.state	2
bloadq	1
data_generator.q	8
data_sink.fsm.state	2
a2b_sync.q1	1
[layout by cell type (no fill, tap or decap), drive strengths merged, types with 2 or more instances in the layout]
cell type      count
clkdlybuf4s50     40
nor2              17
mux2i             16
nor2b              7
nand2b            16
clkbuf             7
xor2              14
a21oi              4
nand4              3
nand2              9
nor4               2
dfxtp             33
[area by class of cell]
| class | count | area (um^2) | area share, % |
|---|---|---|---|
| inverters | 1 | 3.75 | 0.191 |
| multi-input cells | 98 | 669 | 34.0 |
| clock buffers | 7 | 86.3 | 4.39 |
| flip-flops and latches | 33 | 661 | 33.6 |
| well taps | 111 | 139 | 7.06 |
| repair buffers | 41 | 408 | 20.7 |
[final timing paths]
kind | endpoint | depth (start not counted)
max | anxtdata | 4
min | a2b_sync.q | 1
max reg2reg | data_source.adata[6] | 5
min in group clk0 | b2a_sync.q | 1
min reg2reg | a2b_sync.q | 1
max in group clk1 | data_sink.fsm.state[1] | 2
[layer usage]
metal / track usage, % / share of wire, % / vias to the layer above
met4: 0.741 / 0.77 / 0
met5: 0 / 0 / -
li1: - / - / 535
met3: 2.58 / 11 / 4
met1: 7.78 / 49 / 461
met2: 7.31 / 39 / 30
[where the power goes]
part | leakage [uW] | internal (uW) | switching [uW]
registers | 0.000267 | 482 | 68.0
clock network | 0.0000443 | 183 | 145
logic | 0.000476 | 270 | 173
[per-stage QoR]
stage               hold WS, ps  utilization, %  cell area, um^2
finish                      435            21.4             1970
global route                460            21.4             1970
CTS                         441            21.4             1970
detailed placement          427            20.4             1880
global placement            418            20.4             1880
floorplan                   414               -             1380
[critical path: stages, from the launching register on]
cell and delay (ps):
dfxtp_1 480, xor2_1 130, nor4_2 370, nand2_1 80, clkdlybuf4s50_1 450
[kinds of logic (layout without fill, tap and decap cells)]
| group | after synthesis | in the layout | share of synthesized area (%) |
|---|---|---|---|
| fa+ha+maj | 1 | 1 | 0.910 |
| compound gates | 7 | 7 | 2.91 |
| buf+inv | 8 | 49 | 3.27 |
| xor+xnor | 15 | 15 | 9.55 |
| flops | 33 | 33 | 48.0 |
| mux | 16 | 16 | 11.6 |
| simple gates | 59 | 59 | 23.7 |
Power and IR drop assume default switching activity.
